File: flow/run.sh
#!/bin/bash
# OpenROAD 26Q1-2900-gdf79404cd8, Yosys 0.63+post, stock flow scripts
make -C /OpenROAD-flow-scripts/flow DESIGN_CONFIG=/design/flow/config.mk WORK_HOME=/design/flow/orfs finish
File: flow/config.mk
export PLATFORM = sky130hd
export DESIGN_NAME = MUX8
export DESIGN_NICKNAME = MUX8
export VERILOG_FILES = /design/flow/design.v
export SDC_FILE = /design/flow/constraint.sdc
export NUM_CORES = 4
export LEC_CHECK = 1
export CORE_AREA = 10 10 70 70
export DIE_AREA = 0 0 80 80
export SYNTH_HDL_FRONTEND = slang
File: flow/constraint.sdc
current_design MUX8

set clk_period 2.7
set clk_io_pct 0.2

create_clock -name clk0 -period $clk_period

set non_clock_inputs [all_inputs -no_clocks]
set_input_delay [expr $clk_period * $clk_io_pct] -clock clk0 $non_clock_inputs
set_output_delay [expr $clk_period * $clk_io_pct] -clock clk0 [all_outputs]
File: flow/design.v
module MUX2 #(parameter WIDTH = 8)
             (d0, d1,
              s, y);
    input  [WIDTH-1:0] d0, d1;
    input              s;
    output [WIDTH-1:0] y;
    assign y = ( s == 1'b1 ) ? d1:d0;
endmodule
module MUX4 #(parameter WIDTH = 8)
             (d0, d1, d2, d3,
              s, y);
    input  [WIDTH-1:0] d0, d1, d2, d3;
    input  [1:0] s;
    output [WIDTH-1:0] y;
    reg [WIDTH-1:0] y_r;
    always @( * ) begin
        case ( s )
            2'b00: y_r = d0;
            2'b01: y_r = d1;
            2'b10: y_r = d2;
            2'b11: y_r = d3;
            default: ;
        endcase
    end  
    assign y = y_r;
endmodule
module MUX8 #(parameter WIDTH = 8)
             (d0, d1, d2, d3,
              d4, d5, d6, d7,
              s, y);
    input  [WIDTH-1:0] d0, d1, d2, d3;
    input  [WIDTH-1:0] d4, d5, d6, d7;
    input  [2:0]       s;
    output [WIDTH-1:0] y;
    reg [WIDTH-1:0] y_r;
    always @( * ) begin
        case ( s )
            3'd0: y_r = d0;
            3'd1: y_r = d1;
            3'd2: y_r = d2;
            3'd3: y_r = d3;
            3'd4: y_r = d4;
            3'd5: y_r = d5;
            3'd6: y_r = d6;
            3'd7: y_r = d7;
            default: ;
        endcase
    end  
    assign y = y_r;
endmodule
module MUX16 #(parameter WIDTH = 8)
             (d0, d1, d2, d3,
              d4, d5, d6, d7,
              d8, d9, d10, d11,
              d12, d13, d14, d15,
              s, y);
    input [WIDTH-1:0] d0, d1, d2, d3;
    input [WIDTH-1:0] d4, d5, d6, d7;
    input [WIDTH-1:0] d8, d9, d10, d11;
    input [WIDTH-1:0] d12, d13, d14, d15;
    input [3:0] s;
    output [WIDTH-1:0] y;
    reg [WIDTH-1:0] y_r;
    always @( * ) begin
        case ( s )
            4'd0:  y_r = d0;
            4'd1:  y_r = d1;
            4'd2:  y_r = d2;
            4'd3:  y_r = d3;
            4'd4:  y_r = d4;
            4'd5:  y_r = d5;
            4'd6:  y_r = d6;
            4'd7:  y_r = d7;
            4'd8:  y_r = d8;
            4'd9:  y_r = d9;
            4'd10: y_r = d10;
            4'd11: y_r = d11;
            4'd12: y_r = d12;
            4'd13: y_r = d13;
            4'd14: y_r = d14;
            4'd15: y_r = d15;
            default: ;
        endcase
    end  
    assign y = y_r;
endmodule
==> impl_metrics.toml <==
# yosys + openroad results
[global_route]
grt_pass1_wl_mm = 4.01
antenna_found_initial = 0
grt_max_degree = 10
grt_pass1_vias = 817
grt-ovfl-total = 0
grt_usage = 0.0781

[final_timing]
finalSetupViolations = 0
finalCritPeriodShare = 0.980
fin_ws_ns = 0.0552
fin_crit_ns = 2.64
worstMarginPinSlew_ns = 0.234
relSlewSlack = 0.843
final_hold_viol_count = 0
fmax_ghz = 0.378
maxSlewViolCount = 0
rsz0062_at_grt = "no"
final.setup.tns_ns = 0

[drt]
ant_nets = 0
viasPerCell = 4.31
num_vias = 703
diodes = 0
drtIter0Drc = 11
drcViolationCount = 0
wl_per_cell_um = 16.3
drt_pass1_iterations = 2
drt_wl_total_mm = 2.66

[critical_path]
cp.arrival_ns = 2.10
cp_slowest_cell = "mux4_1"
cp-start-kind = "primary input"
cp_cell_sequence = "clkdlybuf4s50_1 -> mux4_1 -> mux2_2 -> clkdlybuf4s50_1"
worstSetupPathType = "in2out"
worstPathMaxFanout = 1
end_kind = "output port"
max_stage_delay_ns = 0.48
required_ns = 2.16
cp_common_cell = "clkdlybuf4s50_1"

[placement]
dp_slack_ns = -0.311
place_hpwl_mm = 2.25
port_buffers = 75
gp_congestion = 0.740

[final_layout]
clkbuf_count = 0
flops = 0
regArea_um2 = 0
area_growth_pct = 159
drive_gt1_frac = 0.162

[floorplan]
num_rows = 21
dieWidth_um = 80
dieHeight_um = 80
die-area_um2 = 6400
num_io_pins = 75
fp_util = 0.166
fp.coreArea_um2 = 3420

[synthesis]
syn_area_um2 = 568
top_area_frac = 0.555
synth_simple_gate_area_share = 0.0441
topCellsByArea = "mux4_1, mux2_2, mux4_2, mux2i_1, buf_6"
avgSynthCellArea_um2 = 14.6
synthAoiAreaFrac = 0.0595
synth-xor-area-share = 0
ys_cells = 39
yosysWarnings = 0
mux_area_frac = 0.826
yosys-top-cells-count = "mux4_1, mux2_2, mux2i_1"
adder_share = 0
yosys_area_um2 = 568
top_area_cell = "mux4_1"
yosysMostFrequentCell = "mux4_1"
synth.logic.top_family = "multiplexers"
ys_seq_frac = 0
ys_types = 17
syn_inst = 39

[power_and_ir_drop]
p_leak_nw = 0.595
p_per_area_nw_per_um2 = 146
ir_worst_vdd_uv = 58.6

[run]
cap_violations = 0
warning_count = 32

[clock_tree]
cts_hold_buf = 0

[hold_path]
hp-class = "in2out"
min_path_cells = 4

[run_status]
status = "finished, final reports clean"
==> kinds of logic after synthesis <==
logic type / count (synthesis)
AOI/OAI and AO/OA: 5
muxes: 24
and+or+nand+nor: 4
buffers and inverters: 6
==> critical path: cells and delay by family <==
kind / cells / cell delay [ns]
mux: 2 / 0.75
buf+inv: 2 / 0.81
==> final timing paths <==
path / start / slack [ns] / end
worst max-delay path: d1[1] / 0.06 / y[1]
worst min-delay path: s[2] / 1.70 / y[7]
==> report_power, final <==
part | switching (mW) | internal [mW] | leakage, nW
logic | 0.0430 | 0.172 | 0.595
registers | 0 | 0 | 0
clock network | 0 | 0 | 0
==> cell type report <==
class / count / area [um^2]
inverter: 1 / 3.75
tap: 46 / 57.6
timing repair buffer: 83 / 887
fill: 325 / 1940
multi-input combinational: 33 / 524
==> what timing repair did <==
item,4_1_cts,5_1_grt
setup endpoints to repair,8,4
resized,8,5
setup buffers,1,0
cloned,2,0
==> per-layer routing <==
metal | routed length [um] | global-route usage | up-vias
li1 | - | - | 346
met1 | 1060 | 0.0910 | 315
met2 | 1280 | 0.136 | 42
met3 | 320 | 0.0364 | 0
met4 | 0 | 0 | 0
met5 | 0 | 0 | -
==> stage by stage <==
step	power, mW	util	cell area [um^2]	hold WS [ns]	cells
after floorplan	0.0666	-	568	1.22	39
after global placement	0.204	0.411	1400	2.09	160
after detailed placement	0.206	0.411	1400	2.09	160
after CTS	0.221	0.430	1470	2.08	163
after global routing	0.230	0.431	1470	1.78	163
final	0.215	0.431	1470	1.70	163
==> placed cells by master, fill, tap and decap left out, drive strengths merged <==
cell type,Yosys,layout
buf,4,8
a211oi,1,1
nor3,1,1
mux2,7,7
a2bb2oi,1,1
nand2b,1,1
bufbuf,0,1
o22ai,1,1
dlymetal6s2s,0,3
mux4,14,14
o21ai,1,1
a31oi,1,1
mux2i,3,3
clkdlybuf4s50,0,70
clkdlybuf4s15,0,1
nand2,1,1
inv,1,1
or4b,1,1
Power is estimated from default activity; no workload was simulated.
